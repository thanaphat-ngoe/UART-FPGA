==> design/flow/design.v <==
module TxUART (
    input wire Clk,
    input wire RstB,            
    input wire TxFfEmpty,
    input wire [7:0] TxFfRdData,
    output wire TxFfRdEn,
    output wire SerialDataOut
);
parameter [9:0] cbaudCnt = 10'd434;
parameter [3:0] cdataCnt = 4'd0;
parameter [1:0] stIdle   = 2'b00;
parameter [1:0] stRdReq  = 2'b01;
parameter [1:0] stWtData = 2'b10;
parameter [1:0] stWtEnd  = 2'b11;
reg  [1:0] rState;
reg  [1:0] rTxFfRdEn;
reg  [9:0] rSerialData;
reg  [9:0] rBaudCnt;
reg        rBaudEnd;
reg  [3:0] rDataCnt;
always @(posedge Clk) begin
    if (RstB == 1'b1) begin
        rBaudCnt <= cbaudCnt;
    end else if (rState == stWtEnd) begin
        if (rBaudCnt == 10'd1) begin
            rBaudCnt <= cbaudCnt;
        end else begin 
            rBaudCnt <= rBaudCnt - 10'd1;
        end
    end
end
always @(posedge Clk) begin
    if (RstB == 1'b1) begin
        rBaudEnd <= 1'b0;
    end else begin
        rBaudEnd <= (rBaudCnt == 10'd1);
    end
end
always @(posedge Clk) begin
    if (RstB == 1'b1) begin
        rDataCnt <= cdataCnt;
    end else if (rTxFfRdEn[1] == 1'b1) begin
        rDataCnt <= cdataCnt;
    end else if (rBaudEnd == 1'b1 && rDataCnt != 4'd9) begin
        rDataCnt <= rDataCnt + 4'd1;
    end
end
always @(posedge Clk) begin
    if (RstB == 1'b1) begin
        rSerialData <= 10'b1111111111;
    end else if (rTxFfRdEn[1] == 1'b1) begin
        rSerialData[9]   <= 1'b1;
        rSerialData[8:1] <= TxFfRdData[7:0];
        rSerialData[0]   <= 1'b0;
    end else if (rBaudEnd == 1'b1) begin
        rSerialData <= {1'b1, rSerialData[9:1]};
    end
end
always @(posedge Clk) begin
    if (RstB == 1'b1) begin
        rState <= stIdle;
    end else begin
        case (rState)
            stIdle: begin
                if (TxFfEmpty == 1'b0) begin
                    rState <= stRdReq;
                end else begin 
                    rState <= stIdle;
                end
            end
            stRdReq: begin
                rState <= stWtData;
            end
            stWtData: begin
                if (rTxFfRdEn[1] == 1'b1) begin
                    rState <= stWtEnd;
                end else begin 
                    rState <= stWtData;
                end
            end
            stWtEnd: begin
                if (rDataCnt == 4'd9 && rBaudEnd == 1'b1) begin 
                    rState <= stIdle;
                end
                else begin 
                    rState <= stWtEnd;
                end
            end
            default: begin
                rState <= stIdle;
            end
        endcase
    end
end
always @(posedge Clk) begin
    if (RstB == 1'b1) begin
        rTxFfRdEn <= 2'b00;
    end else begin
        rTxFfRdEn[1] <= rTxFfRdEn[0];
        if (rState == stRdReq) begin 
            rTxFfRdEn[0] <= 1'b1;
        end else begin 
            rTxFfRdEn[0] <= 1'b0;
        end
    end
end
assign TxFfRdEn = rTxFfRdEn[0];
assign SerialDataOut = rSerialData[0];
endmodule
==> design/flow/run.sh <==
#!/bin/bash
# OpenROAD 26Q1-2900-gdf79404cd8, Yosys 0.63+post, stock flow scripts
make -C /OpenROAD-flow-scripts/flow DESIGN_CONFIG=/design/flow/config.mk WORK_HOME=/design/flow/orfs finish
==> design/flow/config.mk <==
export PLATFORM = sky130hd
export DESIGN_NAME = TxUART
export DESIGN_NICKNAME = TxUART
export VERILOG_FILES = /design/flow/design.v
export SDC_FILE = /design/flow/constraint.sdc
export NUM_CORES = 4
export LEC_CHECK = 1
export CORE_AREA = 10 10 93 93
export DIE_AREA = 0 0 103 103
==> design/flow/constraint.sdc <==
current_design TxUART

set clk_period 2.6
set clk_io_pct 0.2

create_clock -name clk0 -period $clk_period [get_ports {Clk}]

set non_clock_inputs [all_inputs -no_clocks]
set_input_delay [expr $clk_period * $clk_io_pct] -clock clk0 $non_clock_inputs
set_output_delay [expr $clk_period * $clk_io_pct] -clock clk0 [all_outputs]
==> impl_metrics.json <==
{
  "status": "completed",
  "swShare": 0.1709,
  "drtPass1Iterations": 3,
  "synth_flops": 30,
  "async_reset_ff_frac": 0,
  "synthesis.area_um2": 1321,
  "insertion_delay_ns": 0.28,
  "compound_area_frac": 0.09848,
  "top_area_cell": "dfxtp_1",
  "drv_slew": 0,
  "syn_to_final_growth_pct": 25.66,
  "leakage_nw": 0.5834,
  "ioPinCount": 13,
  "num_antenna_cells": 0,
  "cts_buffers": 5,
  "rr_worst_depth": 3,
  "ys_cells": 133,
  "crit_start": "rState[3]",
  "antenna_found_initial": 0,
  "fa_ha_area_frac": 0.03788,
  "power_density_nw_per_um2": 655.0,
  "htree_levels": 2,
  "tightest_slew_ns": 0.5638,
  "placed_area_um2": 1518,
  "power.switching_uw": 185.9,
  "grt_pass1_wl_um": 4098,
  "synth_cell_type_count": 37,
  "crit_top_cell": "or4b_1",
  "synthTopLogicFamily": "simple AND/OR/NAND/NOR gates",
  "cp.arrival_ns": 2.05,
  "crit_fanout": 10,
  "reg2reg_to": "rBaudCnt[9]",
  "hold_buffers": 0,
  "die-height_um": 103,
  "clock-sinks": 30,
  "worstPathCellList": "or4b_1 -> or4b_1 -> a21oi_1",
  "postLayoutCellArea_um2": 1660,
  "setup_violations": 0,
  "finalCritPeriodShare": 0.7087,
  "cts.clk_slew.worst_paths_ns": 0.06,
  "grtUsageTotal": 0.04763,
  "fin_skew_ns": 0.005962,
  "synthXorXnorAreaFrac": 0.03977,
  "tns_ns": 0,
  "clockPowerShare": 0.530,
  "fp_util": 0.1956,
  "seqPwrFrac": 0.433,
  "cpMaxStageDelayCell": "or4b_1",
  "drt-total-wl_um": 2384,
  "place_hpwl_um": 1711,
  "syn-instance-count": 133,
  "critPathMaxStageDelay_ns": 0.60,
  "routabilityCongestion": 0.7892,
  "start_kind": "register",
  "top_area_frac": 0.4545,
  "endpoint": "rBaudCnt[9]",
  "cp.required_ns": 2.81,
  "top_cells_by_area": "dfxtp_1, mux2i_1, mux2_2",
  "coreArea_um2": 6756,
  "yosys_warnings": 1,
  "clock-root-buffer": "clkbuf_8",
  "synth-edff-count": 0,
  "cts_tree": "built",
  "post_cts_resized": 0,
  "grt_start_max_net_pins": 14,
  "simple_gate_share": 0.2112,
  "viasPerCell": 4.079,
  "maxCapViolations": 0,
  "slew_headroom": 0.6236,
  "post_cts_buffers": 0,
  "hold_viol": 0,
  "die_w_um": 103,
  "rsz0062_at_grt": "no",
  "period_needed_ns": 1.843,
  "crit_path_end_kind": "register",
  "warning_count": 27,
  "ys_chip_area_um2": 1321,
  "worst_hold_path_type": "register to register",
  "io_buffers": 12,
  "power.internal_uw": 901.6,
  "crit_type": "register to register",
  "drt_iter0_markers": 54,
  "synth_area_per_cell_um2": 9.934,
  "row_count": 30,
  "yosysMostFrequentCell": "dfxtp_1",
  "drive_above_1_share": 0.1156,
  "p_comb_frac": 0.037,
  "flop_cell": "dfxtp_1",
  "ys_seq_frac": 0.4545,
  "muxShareOfSynthArea": 0.1203,
  "drc": 0,
  "clock_path_buffers": 2,
  "worst_r2r_startpoint": "rState[3]",
  "reg2reg_setup_slack_ns": 0.76,
  "irDropWorstVdd_uv": 325.9,
  "overflow": 0,
  "vias": 926,
  "max_freq_ghz": 0.5427,
  "common_cells": "dfxtp_1, mux2i_1, nand2b_1, mux2_2, nor2_1",
  "chipArea_um2": 10610,
  "routedWlPerCell_um": 10.50,
  "antenna_left": 0,
  "grt_pass1_vias": 891
}
[final cells by class]
class | count | area (µm²)
clock buffer | 6 | 82.58
multi-input combinational | 91 | 670.6
fill | 710 | 5096
timing repair buffer | 13 | 127.6
clock inverter | 2 | 60.06
sequential | 30 | 600.6
inverter | 5 | 18.77
tap | 80 | 100.1
[power groups by stage]
stage / registers (mW) / clock network (mW) / logic, mW
CTS: 0.471 / 0.590 / 0.0411
global route: 0.472 / 0.615 / 0.0445
finish: 0.471 / 0.576 / 0.0401
[metal layers]
metal / vias up / wire, µm / GRT usage
met5: - / 0 / 0
li1: 500 / - / -
met3: 3 / 81 / 0.01625
met2: 10 / 1120 / 0.07070
met1: 413 / 1151 / 0.06611
met4: 0 / 30 / 0.009626
[cell usage in the layout, fill, tap and decap left out, types with 2 or more instances in the layout]
master	synthesis	layout
nand2b_1	8	8
xor2_1	5	5
or4b_1	2	2
o21bai_1	2	2
nand3_1	4	4
or4_1	4	4
bufinv_16	0	2
mux2_2	7	7
nor3_1	2	2
mux2i_1	8	8
a21oi_1	4	4
dfxtp_1	30	30
nor2b_1	3	3
nor4_1	2	2
nor2_1	7	7
ha_1	4	4
clkbuf_8	0	6
or3_1	3	3
nand2_1	6	6
o21ai_0	5	5
clkdlybuf4s50_1	0	12
o31ai_1	2	2
inv_1	5	5
[cells by family after synthesis]
group / Yosys count
compound gates: 19
xor+xnor: 6
fa+ha+maj: 4
buf+inv: 12
flops: 30
mux: 15
simple gates: 47
[sequential cells by signal (all words and copies together), names as in the netlist]
register / cells
rBaudCnt: 10
rSerialData: 9
rDataCnt: 4
rState: 4
rTxFfRdEn: 2
rBaudEnd: 1
[through the flow]
step	hold WS (ns)	setup slack [ns]	total power [mW]	instances	utilization
after floorplan	0.4138	0.9188	0.4991	133	-
after global placement	0.4397	0.7880	0.5219	219	0.2246
after detailed placement	0.4452	0.7718	0.5218	219	0.2246
after CTS	0.4607	0.7609	1.103	227	0.2457
after global routing	0.4935	0.6791	1.131	227	0.2457
final	0.4562	0.7574	1.088	227	0.2457
[worst min path at each step]
stage / start / to / slack (ns) / cells after the start
after CTS: rState[1] / rState[1] / 0.46 / 1
after global routing: rState[1] / rState[1] / 0.49 / 1
final: rState[1] / rState[1] / 0.46 / 1
[critical path: cells and delay by family (launching register included)]
family,cells,cell delay (ns)
and+or+nand+nor,2,1.14
AOI/OAI and AO/OA,1,0.14
DFF,1,0.51
Power and IR drop assume default switching activity.
